--- flow/design.v ---
`timescale 1ns / 1ps
module random(input clk, reset, en, output reg [7:0] q);
  always @(posedge clk or posedge reset) begin
    if (reset)
      q <= 8'd1; 
    else if (en)
      q <= {q[6:0], q[7] ^ q[5] ^ q[4] ^ q[3]};  
  end
endmodule
--- flow/run.sh ---
#!/bin/bash
# OpenROAD 26Q1-2900-gdf79404cd8, Yosys 0.63+post, stock flow scripts
make -C /OpenROAD-flow-scripts/flow DESIGN_CONFIG=/design/flow/config.mk WORK_HOME=/design/flow/orfs finish
--- flow/config.mk ---
export PLATFORM = sky130hd
export DESIGN_NAME = random
export DESIGN_NICKNAME = random
export VERILOG_FILES = /design/flow/design.v
export SDC_FILE = /design/flow/constraint.sdc
export NUM_CORES = 4
export LEC_CHECK = 1
export CORE_AREA = 10 10 70 70
export DIE_AREA = 0 0 80 80
--- flow/constraint.sdc ---
current_design random

set clk_period 1.7
set clk_io_pct 0.2

create_clock -name clk0 -period $clk_period [get_ports {clk}]

set non_clock_inputs [all_inputs -no_clocks]
set_input_delay [expr $clk_period * $clk_io_pct] -clock clk0 $non_clock_inputs
set_output_delay [expr $clk_period * $clk_io_pct] -clock clk0 [all_outputs]
==> results_slide.txt <==
Key Metrics from the Run

Critical path
  – Worst-path fanout max: 3
  – Crit-path slowest cell: dfstp_2
  – Reg2Reg Setup Slack: 760 ps
  – Worst Path Buf+Inv: 1
  – Reg-to-Reg End: q[0]
  – CP Launch Type: flop
  – Critical path cell sequence: clkdlybuf4s50_1
  – Critical Path AT: 1260 ps
  – Cell family with most CP delay: flip-flops
  – Worst Setup End Kind: output port
  – Required @ worst endpoint: 1360 ps
  – CP max stage delay: 540 ps
  – RR Startpoint: q[5]
  – Setup CP Type: flop to output port
  – Reg2Reg Depth: 3

Floorplan
  – Chip Height: 80 µm
  – I/O pins: 11
  – Floorplan utilization: 9.49%
  – Overall chip area: 6400 µm²
  – Die width: 80 µm
  – Rows: 21
  – Core area: around 3400 µm²

STA
  – Final Skew: approximately 3.9 ps
  – Period utilisation layout: 94.0%
  – Slew HR: 76.0%
  – Pins Over Slew Limit: 0
  – Period minus WS final: 1600 ps
  – FMAX: 0.626 GHz
  – Sum Neg Setup Slack: 0 ps
  – Worst-Margin Slew: about 360 ps
  – Final setup vio count: 0
  – Final Hold Fails: 0
  – RSZ-0062 raised after global routing: false

Run
  – Tool warnings: 25
  – Max_cap viols: 0

Logic synthesis
  – Post-synth seq share: 62.2%
  – Asr flop ratio synth: 100%
  – Post-Syn Area: ~320 µm²
  – Syn Area/Cell: between 10 and 15 µm²
  – # Cells Yosys: 22
  – Cell Type Count: 8
  – Cells after synthesis: 22
  – Number of enable flip-flop cells: 0
  – Synthesis area per yosys: ~320 µm²
  – Yosys warning tally: 1
  – Main flop type: dfrtp_1
  – Area leader, netlist: dfrtp_1
  – Top cells, area: dfrtp_1, mux2_2, dfstp_2, xnor2_1, a21oi_1
  – Commonest cells post-synth: dfrtp_1, mux2_2, xnor2_1
  – Post-synth regs: 8
  – Max-area cell share: 54.1%

Global route
  – Pin count of the biggest net entering global routing: 10
  – Number of global-route vias before repair: 242
  – GRT Overall Usage: 2.56%
  – First-pass GRT wire length: 1.24 mm
  – Antenna violations before repair: 0
  – GR Overflow Total: 0

Clocking
  – Clock sinks: 8
  – Total CTS buffers: 3
  – Clk buf depth: 2
  – Htree depth: 1
  – # resized after CTS: 0
  – CTS tree: built
  – CTS Hold Buffers Added: 0
  – Root buffer cell: clkbuf_4
  – Clk pin slew, worst setup/hold paths: 50 ps
  – Post-CTS Setup Bufs: 0
  – Clk latency late pin: 250 ps

Route
  – Vias: 210
  – Routed WL: ~730 µm
  – Antenna Nets Post-Route: 0
  – Drt via density: 2.59
  – Starting DRC count in detailed routing: 27
  – Drt first pass iters: 2
  – Ant. Diodes: 0
  – DR WL/cell: 9.01 µm
  – Drt drc: 0

Power and ir drop
  – Worst VDD drop: 250 µV
  – LEAKAGE: 0.185 nW
  – Power per Cell Area: around 1800 nW/µm²

Placed design
  – Placed Area: approximately 480 µm²
  – IO buf count: 10
  – RD Place Congestion: 0.633

Final layout
  – Max FFs per register: 8
  – Design Area, Final: 503 µm²
  – Register with the most flip-flops: q
  – P&R area growth vs syn: 55.2%
  – Share of cells above drive strength 1: 31.4%
  – Largest regs: q x8

Run status
  – Run status: finished clean

Min path
  – Hold WC Path Type: input pin to asynchronous set/reset pin
-- cell families after synthesis --
logic type | after synthesis | synth area share [%]
flip-flops | 8 | 62.2
multiplexers | 7 | 24.3
XOR/XNOR | 3 | 8.11
buffers and inverters | 2 | 2.70
AND-OR/OR-AND | 1 | 1.54
AND/OR/NAND/NOR | 1 | 1.16
-- stage by stage --
stage                     hold slack (ps)  instances  total power, W  setup WS [ps]  utilization [%]
after CTS                             326         81        0.000944           77.5             14.7
after global routing                  353         81         0.00100           39.1             14.7
after detailed placement              490         77        0.000782            176             14.0
after floorplan                       155         22        0.000530            733                -
final                                 329         81        0.000917            103             14.7
after global placement                492         77        0.000774            186             14.0
-- metal layers --
metal  GRT usage, %  share of wire [%]  vias to the layer above  routed length, µm
li1               -                  -                      100                  -
met1           2.70                 34                      102                251
met2           3.77                 52                        6                376
met3           1.93                 11                        2                 83
met4           1.06                2.6                        0                 19
met5              0                  0                        -                  0
-- power by group --
part / switching (W) / leakage [nW] / total, W / internal (W)
sequential: 0.0000935 / 0.0898 / 0.000392 / 0.000298
combinational: 0.0000845 / 0.0806 / 0.000372 / 0.000288
clock: 0.0000636 / 0.0150 / 0.000153 / 0.0000897
-- area by class of cell --
cell class | count | area [µm²]
fillers | 392 | 2910
flip-flops and latches | 8 | 201
multi-input cells | 12 | 114
repair buffers | 10 | 100
well taps | 46 | 57.6
clock buffers | 4 | 26.3
inverters | 1 | 3.75
-- layout by cell type, fill, tap and decap left out --
cell type	count
mux2_2	7
inv_1	1
clkbuf_4	3
clkdlybuf4s50_1	10
a21oi_1	1
xnor2_1	3
dfrtp_1	7
clkbuf_1	1
nor2_1	1
dfstp_2	1
-- worst max path at each step --
| stage | slack (ps) | startpoint | cells past startpoint | to |
|---|---|---|---|---|
| 4_1_cts | 80 | q[0] | 1 | q[0] |
| 5_1_grt | 40 | q[0] | 1 | q[0] |
| 6_report | 100 | q[0] | 1 | q[0] |
Power and IR drop assume default switching activity.
