===== design.v =====
`timescale 1ns / 1ps
`default_nettype none
module dac #(
	parameter dac_bw = 16,
	parameter osr = 6
)(
	input wire clk,
	input wire rst_n,
	input wire signed [15:0] din,
	output wire dout
);
	localparam mid_val = 2**(dac_bw - 1) + 2**(osr + 2);
	localparam bw_ext = 2;
	localparam bw_tot = dac_bw + bw_ext;
	reg						dout_r = 0;
	reg						dac_dout = 0;
	reg signed		[bw_tot-1 : 0]	DAC_acc_1st = 0;
	wire signed		[bw_tot-1 : 0]	max_val = mid_val;
	wire signed		[bw_tot-1 : 0]	min_val = -mid_val;
	wire signed		[bw_tot-1 : 0]	dac_val = (!dout_r) ? max_val : min_val;
	wire signed		[bw_tot-1 : 0]	in_ext = {{bw_ext{din[dac_bw - 1]}}, din};
	wire signed		[bw_tot-1 : 0]	delta_s0_c0 = in_ext + dac_val;
	wire signed		[bw_tot-1 : 0]	delta_s0_c1 = DAC_acc_1st + delta_s0_c0;
	always@(posedge clk)begin
		if(!rst_n)begin
			DAC_acc_1st <= 'd0;
		end else begin
			DAC_acc_1st <= delta_s0_c1;
		end
	end
	localparam bw_tot2 = bw_tot + osr;
	reg signed		[bw_tot2-1 : 0]	DAC_acc_2nd = 0;
	wire signed		[bw_tot2-1 : 0]	max_val2 = mid_val;
	wire signed		[bw_tot2-1 : 0]	min_val2 = -mid_val;
	wire signed		[bw_tot2-1 : 0]	dac_val2 = (!dout_r) ? max_val2 : min_val2;
	wire signed		[bw_tot2-1 : 0]	in_ext2 = {{osr{delta_s0_c1[bw_tot - 1]}}, delta_s0_c1};
	wire signed		[bw_tot2-1 : 0]	delta_s1_c0 = in_ext2 + dac_val2;
	wire signed		[bw_tot2-1 : 0]	delta_s1_c1 = DAC_acc_2nd + delta_s1_c0;
	always@(posedge clk)begin
		if(!rst_n)begin
			DAC_acc_2nd <= 'd0;
		end else begin
			DAC_acc_2nd <= delta_s1_c1;
		end
	end
	always@(posedge clk)begin
		if(!rst_n)begin
			dout_r		<= 1'b0;
			dac_dout	<= 1'b0;
		end else begin
			dout_r		<= delta_s1_c1[bw_tot2-1];
			dac_dout	<= ~dout_r;
		end
	end
	assign dout = dout_r;
endmodule

===== run.sh =====
#!/bin/bash
# OpenROAD 26Q1-2900-gdf79404cd8, Yosys 0.63+post, stock flow scripts
make -C /OpenROAD-flow-scripts/flow DESIGN_CONFIG=/design/flow/config.mk WORK_HOME=/design/flow/orfs finish

===== config.mk =====
export PLATFORM = sky130hd
export DESIGN_NAME = dac
export DESIGN_NICKNAME = dac
export VERILOG_FILES = /design/flow/design.v
export SDC_FILE = /design/flow/constraint.sdc
export NUM_CORES = 4
export LEC_CHECK = 1
export CORE_UTILIZATION = 40

===== constraint.sdc =====
current_design dac

set clk_period 8.8
set clk_io_pct 0.2

create_clock -name clk0 -period $clk_period [get_ports {clk}]

set non_clock_inputs [all_inputs -no_clocks]
set_input_delay [expr $clk_period * $clk_io_pct] -clock clk0 $non_clock_inputs
set_output_delay [expr $clk_period * $clk_io_pct] -clock clk0 [all_outputs]

==> impl_metrics.tcl <==
# flow metrics
set metrics [dict create \
    cp_endpoint_kind "register" \
    die_w_um 104 \
    fp.coreArea_um2 9950 \
    worstReg2RegEnd "DAC_acc_2nd[23]" \
    cp-start-kind "primary input" \
    openroad.warnings 26 \
    worstSetupPathType "primary input to register" \
    detail_route.antenna_diodes 0 \
    grt_antenna_before_repair 0 \
    timing_max_transition_violations_final 0 \
    crit_path_max_fanout 7 \
    num_rows 36 \
    drive_above_1_share_pct 5.42 \
    reg2reg_from "DAC_acc_2nd[23]" \
    fin_crit_sh_pct 71.4 \
    finalClockSkew_ns 0.00726 \
    asyncSetResetFlopFracSynth_pct 0 \
    comb_area_um2 3000 \
    area_delta_synth_final_pct 9.05 \
    number_of_failing_hold_endpoints_at_the_final_stage 0 \
    pin_count_of_the_biggest_net_entering_global_routing 31 \
    1st_iter_drt_viols 121 \
    drt_pass1_iterations 5 \
    via_count 3263 \
    finalCoreUtilization_pct 45.8 \
    yosysCellCount 484 \
    synth_area_um2 4180 \
    buffers_on_ports 18 \
    yosys_warning_tally 1 \
    critical_path.startpoint "din[9]" \
    ios 19 \
    timing.max_slew.rel_slack_pct 58.4 \
    number_of_global_route_vias_before_repair 3094 \
    routed_wl_um 8580 \
    hold_path_startpoint "DAC_acc_2nd[0]" \
    clk_path_buf_depth 2 \
    fin_worst_hold_slack_ns 0.575 \
    avgRoutedWirePerCell_um 13.6 \
    period_minus_slack_ns 6.28 \
    r2r.worst_path.cells 18 \
    fillerInstances 951 \
    wire_length_of_the_first_global_routing_pass_um 14700 \
    ys_ff 42 \
    track_usage_pct 17.1 \
    hold-path-cell-count 2 \
    design.die.area_um2 10900 \
    drv_cap 0 \
    pre_cts_slack_ns 2.25 \
    synth.yosys.seq_area_share_pct 20.1 \
    yosys.area.top_type_share_pct 20.1 \
    max_freq_mhz 159 \
    overflow 0 \
    postCtsResizedCells 0 \
    cts_tree "built" \
    cp.required_ns 9.00 \
    route.detailed.vias_per_inst 5.17 \
    clock-sinks 42 \
    htree_num_levels 2 \
    synth.top_cells.by_area "sky130_fd_sc_hd__dfxtp_1 20%, sky130_fd_sc_hd__ha_1 17%, sky130_fd_sc_hd__fa_1 12%" \
    drc_errors 0 \
    clk-insertion-delay-late_ns 0.30 \
    cts.reportedPaths.clkPinSlew_ns 0.09 \
    enable_flop_cells 0 \
    route.antenna.remaining_nets 0 \
    yosysChipArea_um2 4180 \
    summed_negative_setup_slack_over_all_endpoints_ns 0 \
    synthesis.instances 484 \
    area.sequential_um2 841 \
    arrival_ns 6.48 \
    cts_post_setup_buffers_inserted 0 \
    synth.lib_cells_used.distinct 63 \
    hpwlAfterDp_um 6750 \
    cts_hold_buf 0 \
    report.final.setup_viol 0 \
    rsz_0062_raised_after_global_routing "no" \
    ys.flop_type "sky130_fd_sc_hd__dfxtp_1" \
    min_delay_worst_endpoint "DAC_acc_2nd[0]" \
    layout_setup_ws_ns 2.52 \
    run_status "complete, no violations" \
    yosys.area.top_type "sky130_fd_sc_hd__dfxtp_1" \
    synth_area_per_cell_um2 8.63 \
    clockRootBuffer "sky130_fd_sc_hd__clkbuf_8" \
    place_congestion 0.919 \
    worst_slew_pin_slew_ns 0.623 \
    die_height_um 104 \
    hp-class "register to register" \
    worst-r2r-setup-slack_ns 3.62 \
    initial_utilization_pct 42.0 \
    total_cts_buffers 5 \
]
==> registers in the layout (all words and copies together), names as in the netlist <==
signal	cells
DAC_acc_2nd	24
DAC_acc_1st	18
==> logic make-up after synthesis <==
group	Yosys count	share of synthesized area (%)
compound gates	127	21.2
xor+xnor	26	5.45
fa+ha+maj	81	28.6
buf+inv	80	7.94
flops	42	20.1
mux	7	1.68
simple gates	121	15.1
==> layout by cell type, fill, tap and decap left out, drive strengths merged, types with 2 or more instances in the layout <==
| cell | Yosys | routed |
|---|---|---|
| nor3 | 12 | 12 |
| a311oi | 2 | 2 |
| a21o | 14 | 14 |
| nand2 | 29 | 29 |
| and3 | 2 | 2 |
| xnor2 | 16 | 16 |
| and2 | 14 | 14 |
| ha | 57 | 57 |
| a31o | 2 | 2 |
| o21bai | 4 | 4 |
| a21boi | 3 | 3 |
| inv | 64 | 65 |
| or2 | 2 | 2 |
| o311ai | 2 | 2 |
| nor2 | 23 | 23 |
| nor3b | 4 | 4 |
| or3 | 2 | 2 |
| a211o | 2 | 2 |
| mux2i | 7 | 7 |
| o211ai | 4 | 4 |
| clkinvlp | 0 | 2 |
| o21ai | 27 | 27 |
| nand2b | 7 | 7 |
| nand4 | 6 | 6 |
| a211oi | 10 | 10 |
| a31oi | 7 | 7 |
| a21oi | 35 | 35 |
| dfxtp | 42 | 42 |
| xor2 | 10 | 10 |
| nand3 | 13 | 13 |
| clkbuf | 9 | 5 |
| buf | 7 | 4 |
| o2111ai | 2 | 2 |
| o21a | 5 | 5 |
| fa | 24 | 24 |
| clkdlybuf4s50 | 0 | 18 |
==> metal layers <==
metal	share of wire (%)	vias up	track usage, %
met5	0	-	0
met4	2.0	0	2.55
met3	3.8	14	2.68
met2	43	50	26.1
met1	51	1483	26.4
li1	-	1716	-
==> worst max path at each step <==
stage	slack, ns	cells after the start	endpoint
global route	2.25	20	DAC_acc_2nd[20]
CTS	2.54	19	DAC_acc_2nd[23]
finish	2.52	19	DAC_acc_2nd[23]
==> stage by stage <==
stage	cell area (um^2)	std cells
final	4550	631
after global routing	4550	631
after CTS	4550	631
after detailed placement	4460	623
after global placement	4460	623
after floorplan	4180	484
==> synth_stat cells (all sizes together) (2+ instances only) <==
cell / number
a31o: 2
nand3: 13
a31oi: 7
xnor2: 16
a211o: 2
o311ai: 2
ha: 57
nand2: 29
nand2b: 7
fa: 24
o21ai: 27
xor2: 10
nor3: 12
a311oi: 2
dfxtp: 42
and2: 14
a21o: 14
buf: 7
and3: 2
mux2i: 7
o21bai: 4
a21oi: 35
clkbuf: 9
or3: 2
or2: 2
nor2: 23
a211oi: 10
o2111ai: 2
o211ai: 4
o21a: 5
nor3b: 4
nand4: 6
inv: 64
a21boi: 3
==> cell type report <==
class | instances | area share, %
Timing Repair Buffer | 22 | 4.62
Clock buffer | 5 | 1.51
Sequential cell | 42 | 18.5
Inverter | 64 | 5.27
Tap cell | 133 | 3.65
Multi-Input combinational cell | 362 | 66.0
Clock inverter | 3 | 0.522
==> worst max-delay path, stage by stage <==
cell and delay (ns):
sky130_fd_sc_hd__clkdlybuf4s50_1 0.43, sky130_fd_sc_hd__fa_1 0.48, sky130_fd_sc_hd__ha_1 0.39, sky130_fd_sc_hd__a21o_1 0.20, sky130_fd_sc_hd__a31oi_1 0.19, sky130_fd_sc_hd__nand4_1 0.16, sky130_fd_sc_hd__a31oi_2 0.33, sky130_fd_sc_hd__o21ai_2 0.15
sky130_fd_sc_hd__xnor2_1 0.14, sky130_fd_sc_hd__buf_4 0.18, sky130_fd_sc_hd__fa_1 0.48, sky130_fd_sc_hd__inv_1 0.04, sky130_fd_sc_hd__ha_1 0.39, sky130_fd_sc_hd__and4_1 0.42, sky130_fd_sc_hd__nand3_4 0.11, sky130_fd_sc_hd__a311oi_2 0.25
sky130_fd_sc_hd__o21ai_1 0.08, sky130_fd_sc_hd__and4bb_1 0.20, sky130_fd_sc_hd__mux2i_1 0.11
